### /design/flow/config.mk
export PLATFORM = sky130hd
export DESIGN_NAME = RCA_nbit
export DESIGN_NICKNAME = RCA_nbit
export VERILOG_FILES = /design/flow/design.v
export SDC_FILE = /design/flow/constraint.sdc
export NUM_CORES = 4
export LEC_CHECK = 1
export CORE_AREA = 10 10 72 72
export DIE_AREA = 0 0 82 82
### /design/flow/constraint.sdc
current_design RCA_nbit

set clk_period 6.1
set clk_io_pct 0.2

create_clock -name clk0 -period $clk_period

set non_clock_inputs [all_inputs -no_clocks]
set_input_delay [expr $clk_period * $clk_io_pct] -clock clk0 $non_clock_inputs
set_output_delay [expr $clk_period * $clk_io_pct] -clock clk0 [all_outputs]
### /design/flow/design.v
module RCA_nbit(a,b,cin,sum,cout);
parameter n = 16;
input [n-1:0]a,b;
input cin;
output [n-1:0]sum;
output cout;
genvar i;
wire [n:0]c;
assign c[0] = 1'b0;
generate 
    for (i= 0; i < n; i = i+1)
    begin
        FA A1(a[i],b[i],c[i],sum[i],c[i+1]);
    end
endgenerate
assign cout = c[n];
endmodule
module FA(a,b,c,sum,cout);
input a,b,c;
output sum,cout;
assign sum = a^b^c;
assign cout = (a&b)|(b&c)|(c&a);
endmodule
### /design/flow/run.sh
#!/bin/bash
# OpenROAD 26Q1-2900-gdf79404cd8, Yosys 0.63+post, stock flow scripts
make -C /OpenROAD-flow-scripts/flow DESIGN_CONFIG=/design/flow/config.mk WORK_HOME=/design/flow/orfs finish
==> load_flow_metrics.sql <==
-- generated from flow reports
INSERT INTO impl_metrics (metric_group, metric, value, unit) VALUES
('floorplan', 'die_height', '82', 'µm'),
('timing', 'rsz0062_at_grt', 'yes', ''),
('global_routing', 'grt.total_usage', '0.0425', ''),
('yosys', 'synthesis.yosys.warnings', '0', ''),
('detailed_routing', 'antenna_violating_nets_post_route', '0', ''),
('global_routing', 'grt_pass1_wl', '2190', 'µm'),
('pwr', 'static-leakage-power', '0.328', 'nW'),
('floorplan', 'floorplan.core_area', '3690', 'µm²'),
('timing', 'finalWorstPathRequiredPeriod', '8080', 'ps'),
('floorplan', 'ios', '50', ''),
('yosys', 'synth-area-yosys', '452', 'µm²'),
('placement', 'detailedPlace.worstSlack', '-2770', 'ps'),
('placement', 'io_buffers', '49', ''),
('setup_path', 'crit_start', 'b[0]', ''),
('detailed_routing', 'vias', '384', ''),
('yosys', 'proportion_of_synthesized_chip_area_in_sequential_cells', '0', ''),
('detailed_routing', 'antenna-diode-count', '0', ''),
('finish', 'post_layout_nonfiller_instances', '118', ''),
('timing', 'setup-violations-final', '7', ''),
('clock_network', 'hold_buffers', '0', ''),
('setup_path', 'arrival', '6860', 'ps'),
('hold_path', 'timing.hold.worst.class', 'in2out', ''),
('global_routing', 'first_global_vias', '438', ''),
('clock_network', 'postCtsSetupBuffers', '0', ''),
('setup_path', 'critPathLaunchType', 'input port', ''),
('detailed_routing', 'avgRoutedWirePerCell', '13.2', 'µm'),
('timing', 'setup_slack', '-1980', 'ps'),
('detailed_routing', 'firstDrtPassIters', '1', ''),
('global_routing', 'grt_start_max_net_pins', '2', ''),
('timing', 'hold_ws', '3080', 'ps'),
('finish', 'ff_latch_area', '0', 'µm²'),
('finish', 'drive_gt1_frac', '0.414', ''),
('finish', 'final_cell_mix', 'sky130_fd_sc_hd__clkdlybuf4s50_1 (36), sky130_fd_sc_hd__fa_2 (15), sky130_fd_sc_hd__buf_2 (8), sky130_fd_sc_hd__inv_1 (3)', ''),
('detailed_routing', 'initialDrtViolationCount', '0', ''),
('pwr', 'ir_drop', '0.0000331', 'V'),
('placement', 'placed_cells_incl_taps', '118', ''),
('setup_path', 'worst-path-max-fanout', '1', ''),
('setup_path', 'cp.required', '4880', 'ps'),
('detailed_routing', 'drc', '0', ''),
('flow_run', 'cap_violations', '0', ''),
('outcome', 'failed_checks', 'setup timing', ''),
('yosys', 'postSynthAreaPerCell', '12.2', 'µm²'),
('pwr', 'cellPowerDensity', '86.9', 'nW/µm²'),
('yosys', 'synth_stat.cells', '37', ''),
('timing', 'slew_headroom', '0.921', ''),
('outcome', 'result_of_the_run', 'finished, violations left', ''),
('floorplan', 'dieWidth', '82', 'µm'),
('timing', 'measured_slew_at_the_worst_slew_check_pin', '118', 'ps'),
('placement', 'gp_congestion', '0.861', ''),
('timing', 'timing.final.crit_share', '1.33', ''),
('detailed_routing', 'detail_route.wirelength', '1550', 'µm'),
('timing', 'hold_viol', '0', ''),
('yosys', 'cell_area_after_synthesis', '452', 'µm²'),
('finish', 'layout_top_cell_excl_fill_tap', 'sky130_fd_sc_hd__clkdlybuf4s50_1', ''),
('finish', 'flop-count', '0', ''),
('pwr', 'finalPower', '0.0773', 'mW'),
('yosys', 'syn_inst', '37', ''),
('floorplan', 'fp_util', '0.122', ''),
('timing', 'fmax', '124', 'MHz'),
('global_routing', 'antenna_violations_before_repair', '0', ''),
('floorplan', 'die-area', '6720', 'µm²'),
('finish', 'layout-area-overhead-vs-synth', '97.0', '%'),
('global_routing', 'overflow', '0', ''),
('floorplan', 'placementRows', '22', ''),
('timing', 'drv_slew', '0', ''),
('detailed_routing', 'vias_per_cell', '3.25', ''),
('placement', 'detailed_place_hpwl', '1570', 'µm'),
('setup_path', 'endpoint_kind', 'output pin', ''),
('setup_path', 'critPathCapture', 'sum[15]', ''),
('setup_path', 'crit_type', 'in2out', ''),
('flow_run', 'openroad_warnings', '36', ''),
('yosys', 'synth_cell_type_count', '4', ''),
('finish', 'clockBufferCount', '0', '');
## what timing repair did
item	4_1_cts	5_1_grt
pin swaps	16	15
gates resized	41	3
setup endpoints to repair	10	9
## kinds of logic (layout without fill, tap and decap cells)
logic type / count (synthesis) / in the layout / synth area share
fa+ha+maj: 16 / 16 / 0.693
buf+inv: 21 / 54 / 0.307
## critical path: stages
cell and delay (ps):
sky130_fd_sc_hd__buf_6 100, sky130_fd_sc_hd__ha_4 140, sky130_fd_sc_hd__fa_2 330, sky130_fd_sc_hd__fa_2 350, sky130_fd_sc_hd__fa_2 350, sky130_fd_sc_hd__fa_2 340
sky130_fd_sc_hd__fa_2 350, sky130_fd_sc_hd__fa_2 340, sky130_fd_sc_hd__fa_2 340, sky130_fd_sc_hd__fa_2 340, sky130_fd_sc_hd__fa_2 340, sky130_fd_sc_hd__fa_2 340
sky130_fd_sc_hd__fa_2 340, sky130_fd_sc_hd__fa_2 340, sky130_fd_sc_hd__fa_2 340, sky130_fd_sc_hd__fa_2 340, sky130_fd_sc_hd__inv_2 60, sky130_fd_sc_hd__fa_2 420
sky130_fd_sc_hd__inv_2 50, sky130_fd_sc_hd__buf_2 80
## final cells by class
class / instances / area [µm²]
multi-input combinational: 16 / 363
tap: 48 / 60.1
fill: 393 / 2800
timing repair buffer: 49 / 448
inverter: 5 / 18.8
## metrics by stage
stage / TNS [ps] / area, µm² / utilization
floorplan: -7250 / 502 / -
global placement: -15050 / 932 / 0.253
detailed placement: -15190 / 932 / 0.253
CTS: -11980 / 892 / 0.242
global route: -9450 / 890 / 0.241
finish: -8580 / 890 / 0.241
## power breakdown
group | internal, mW | leakage, nW | switching, mW
Combinational | 0.0544 | 0.328 | 0.0229
Sequential | 0 | 0 | 0
Clock | 0 | 0 | 0
Total | 0.0544 | 0.328 | 0.0229
## per-layer routing
layer	wire, µm	global-route usage
met1	539	0.0435
met2	469	0.0556
met3	545	0.0562
met4	0	0
met5	0	0
## synthesized netlist by cell type (all sizes together)
| cell type | n | share of area |
|---|---|---|
| fa | 15 | 0.66 |
| inv | 5 | 0.042 |
| ha | 1 | 0.028 |
| buf | 16 | 0.27 |
## worst min path at each step
stage | slack, ps | from | endpoint | cells after the start
CTS | 3090 | a[0] | sum[0] | 3
global route | 3110 | a[0] | sum[0] | 3
finish | 3080 | a[0] | sum[0] | 3
Power is estimated from default activity; no workload was simulated.
