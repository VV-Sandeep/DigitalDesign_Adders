`config.mk`:
```
export PLATFORM = sky130hd
export DESIGN_NAME = CLA_nbit
export DESIGN_NICKNAME = CLA_nbit
export VERILOG_FILES = /design/flow/design.v
export SDC_FILE = /design/flow/constraint.sdc
export NUM_CORES = 4
export LEC_CHECK = 1
export CORE_AREA = 10 10 70 70
export DIE_AREA = 0 0 80 80
```
`constraint.sdc`:
```
current_design CLA_nbit

set clk_period 15.5
set clk_io_pct 0.2

create_clock -name clk0 -period $clk_period

set non_clock_inputs [all_inputs -no_clocks]
set_input_delay [expr $clk_period * $clk_io_pct] -clock clk0 $non_clock_inputs
set_output_delay [expr $clk_period * $clk_io_pct] -clock clk0 [all_outputs]
```
`design.v`:
```
module CLA_nbit(a,b,cin,sum,cout);
parameter n = 16;
input [n-1:0]a,b;
input cin;
output [n-1:0]sum;
output cout;
reg[n-1:0]p,g;
reg[n:0]c;
integer i;
always @(*)
begin
    c[0] = cin;
    p = a^b;
    g = a&b;
    for (i = 0; i <n ; i = i+1)
    begin
    c[i+1] = (p[i] & c[i]) | g[i];
    end
end
assign sum = p ^ c[n-1:0];
assign cout = c[n];
endmodule
```
`run.sh`:
```
#!/bin/bash
# OpenROAD 26Q1-2900-gdf79404cd8, Yosys 0.63+post, stock flow scripts
make -C /OpenROAD-flow-scripts/flow DESIGN_CONFIG=/design/flow/config.mk WORK_HOME=/design/flow/orfs finish
```
==> metrics.cfg <==
[detailed_routing]
vias = 376
drt_iter0_drc = 0
n_antenna_cell = 0
remaining_drc_errors = 0
ant_nets = 0
routed_via_density = 3.21
dr.pass1.iters = 1
wl_um = 1530
wire_per_inst_um = 13.0

[worst_setup_path]
critical_path.top_delay_family = adder cells
cp-start-kind = input pin
slowest_stage = clkdlybuf4s50_1
cp-end-kind = primary output
crit_type = in2out
path_cells = clkdlybuf4s50_1, fa_1, fa_1, fa_1, fa_1, fa_1, fa_1, fa_1, fa_1, fa_1, fa_1, fa_1, fa_1, fa_1, fa_1, fa_1, inv_1, fa_1, inv_1, clkdlybuf4s50_1
cp_num_buf_inv = 4
path_common_cell = fa_1
crit_arrival_ps = 10380
crit_required_ps = 12400
worst-path-max-fanout = 1
critPathMaxStageDelay_ps = 460

[timing]
whs_ps = 7250
slew_headroom_pct = 93.2
finalSetupViolCount = 0
fmax_ghz = 0.0742
tightest_slew_ps = 102
fin_crit_sh_pct = 86.9
timing.setup.tns_ps = 0
setup_slack_ps = 2020
drv_slew = 0
rsz0062_at_grt = no
report.final.hold_viol_count = 0
min_period_ps = 13480

[placement]
hpwl_um = 1520
dp.cells = 117
place.gp.congestion = 0.869
pre_cts_ws_ps = 1970
placed_area_sq_um = 897
io_buffers = 50

[layout]
combGateArea_sq_um = 320
drive_gt1_share_pct = 0
clkbuf_count = 0
syn2layout_area_growth_pct = 165
flops = 0
fin_area_sq_um = 897
fin_cells = 117
final_util_pct = 26.3
ff_latch_area_sq_um = 0
fillCellCount = 369
layout_top_cells = clkdlybuf4s50_1, fa_1, inv_1
final_common_cell = clkdlybuf4s50_1

[power_and_ir_drop]
p_per_area_nw_per_um2 = 37.8
ir_drop_mv = 0.0153
intPower_uw = 25.4
finalPower_uw = 33.9
p_clk_share_pct = 0
switching_share_pct = 25.3
power_leakage_nw = 0.339
pwr-share-seq_pct = 0
p_switching_uw = 8.59
pwr-share-comb_pct = 100.0

[floorplan]
core_sq_um = 3420
die.size.y_um = 80
die_w_um = 80
core_util_floorplan_pct = 9.93
die-area_sq_um = 6400
rows = 21
ios = 50

[global_routing]
busiest_layer = met2
use_met3_pct = 5.68
grt_pass1_vias = 467
track_usage_pct = 4.56
grt_util_met2_pct = 6.02
antenna_found_initial = 0
grt_max_degree = 2
met1_usage_pct = 4.80
grt_pass1_wl_um = 2310
overflow = 0

[flow_run]
cap_violations = 0
warnings = 32

[min_path]
min_delay_path_depth = 5
min_to = sum[15]
min-delay-path-class = in2out
hold_start = b[15]

[clock_tree]
cts-resized-gates = 0
post-cts-setup-buffers = 0
hold_buffers = 0

[logic_synthesis]
yosysChipArea_sq_um = 339
syn_avg_cell_area_sq_um = 16.1
syn_area_sq_um = 339
synth_seq_share_pct = 0
ys_warn_count = 1
synth_cell_types = 2
ys_cells = 21
syn_inst = 21

[status]
status = complete, no violations

## how the worst max path moves through the flow
stage         from  endpoint  slack (ps)  cells past startpoint
finish        a[0]   sum[15]        2020                     20
global route  a[0]   sum[15]        1690                     20
CTS           a[0]   sum[15]        1960                     20
## cell families (layout without fill, tap and decap cells)
| kind of cell | after synthesis | after routing | synth area share (%) |
|---|---|---|---|
| adders and majority gates | 16 | 16 | 94.5 |
| buffers and inverters | 5 | 55 | 5.54 |
## metal layers
metal | wire, um | share of wire (%)
met1 | 500 | 33
met2 | 480 | 31
met3 | 545 | 36
met4 | 0 | 0
met5 | 0 | 0
## synthesized netlist by cell type
library cell	count	share of area [%]
fa_1	16	94
inv_1	5	5.5
## area by class of cell
cell class / count / share of cell area (%)
Timing Repair Buffer: 50 / 55.8
Multi-Input combinational cell: 16 / 35.7
Tap cell: 46 / 6.42
Inverter: 5 / 2.09
## tightest hold or removal path, stage by stage
cell and delay, ps:
clkdlybuf4s50_1 390, inv_1 70, fa_1 150, inv_1 40, clkdlybuf4s50_1 400
## power by group through the flow
stage	combinational, mW	sequential [mW]	clock, mW
after global routing	0.0381	0	0
final	0.0339	0	0
after CTS	0.0352	0	0
Power figures rest on the tool's default switching activity, not on a simulated workload.
