$ cat design/flow/run.sh
#!/bin/bash
# OpenROAD 26Q1-2900-gdf79404cd8, Yosys 0.63+post, stock flow scripts
make -C /OpenROAD-flow-scripts/flow DESIGN_CONFIG=/design/flow/config.mk WORK_HOME=/design/flow/orfs finish
$ cat design/flow/constraint.sdc
current_design carry_save_adder_8op

set clk_period 5.8
set clk_io_pct 0.2

create_clock -name clk0 -period $clk_period

set non_clock_inputs [all_inputs -no_clocks]
set_input_delay [expr $clk_period * $clk_io_pct] -clock clk0 $non_clock_inputs
set_output_delay [expr $clk_period * $clk_io_pct] -clock clk0 [all_outputs]
$ cat design/flow/config.mk
export PLATFORM = sky130hd
export DESIGN_NAME = carry_save_adder_8op
export DESIGN_NICKNAME = carry_save_adder_8op
export VERILOG_FILES = /design/flow/design.v
export SDC_FILE = /design/flow/constraint.sdc
export NUM_CORES = 4
export LEC_CHECK = 1
export CORE_AREA = 10 10 85 85
export DIE_AREA = 0 0 95 95
$ cat design/flow/design.v
module carry_save_adder_8op(a,b,c,d,e,f,g,h,sum);
parameter n = 4;
input [n-1:0]a,b,c,d,e,f,g,h;
output [n+2:0]sum;
wire [n-1:0]s0,c0;
genvar i;
generate
    for (i = 0; i <n; i = i+1)
    begin
        FA A(a[i],b[i],c[i],s0[i],c0[i]);
    end
endgenerate
wire [n-1:0]s1,c1;
generate
    for (i = 0; i <n; i = i+1)
    begin
        FA A(s0[i],d[i],e[i],s1[i],c1[i]);
    end
endgenerate
wire [n-1:0]s2,c2;
generate
    for (i = 0; i <n; i = i+1)
    begin
        FA A(s1[i],f[i],g[i],s2[i],c2[i]);
    end
endgenerate
wire [n-1:0]s3,c3;
generate
    for (i = 0; i <n; i = i+1)
    begin
        HA A(s2[i],h[i],s3[i],c3[i]);
    end
endgenerate
wire [n:0]x;
assign x = {1'b0,s3};
wire[n:0]q0,q1,q2,q3;
assign q0 = c0<<1;
assign q1 = c1<<1;
assign q2 = c2<<1;
assign q3 = c3<<1;
wire [n:0]s4,c4;
generate
    for (i = 0; i <= n; i = i+1)
    begin
        FA A(x[i],q0[i],q1[i],s4[i],c4[i]);
    end
endgenerate
wire [n:0]s5,c5;
generate
    for (i = 0; i <= n; i = i+1)
    begin
        FA A(s4[i],q2[i],q3[i],s5[i],c5[i]);
    end
endgenerate
wire [n+1:0]q4,q5;
assign q4 = c4<<1;
assign q5 = c5<<1;
assign sum = s5+q4+q5;
endmodule
module HA(a,b,s,c);
input a,b;
output s,c;
assign s = a^b;
assign c = a&b;
endmodule
module FA(a,b,c,sum,cout);
input a,b,c;
output sum,cout;
assign sum = a^b^c;
assign cout = (a&b)|(b&c)|(c&a);
endmodule
==> flow_summary.json <==
{
  "rows": 27,
  "layout.cells.non_filler": 198,
  "post_synth.cell_area_avg_um2": 9.262,
  "hold_path_class": "in2out",
  "p_sw_frac": 0.4203,
  "yosys.stat.seqShare": 0,
  "place_ws_ns": -1.616,
  "wire_per_inst_um": 7.960,
  "wl_um": 1576,
  "area_leaders": "fa_1 57%, inv_1 23%, ha_1 14%",
  "antenna_found_initial": 0,
  "vias_per_cell": 3.096,
  "slew_viol_final": 0,
  "compound_area_frac": 0.02019,
  "synth_cell_types": 7,
  "clkbuf_count": 0,
  "numPlacedInstances": 198,
  "syn_area_um2": 805.8,
  "sequential_cell_total": 0,
  "cellPowerDensity_mw_per_mm2": 407.3,
  "drt-initial-drc-count": 1,
  "pwr-share-comb": 1.000,
  "worst_slack_ns": -0.7742,
  "period_used_share": 1.133,
  "grt-ovfl-total": 0,
  "p_leak_uw": 0.0006657,
  "drc": 0,
  "gp_congestion": 0.7502,
  "drtPass1Iterations": 2,
  "ir_worst_vdd_uv": 179.0,
  "yosys_area_um2": 805.8,
  "drive_gt1_frac": 0.2698,
  "arrival_ns": 5.41,
  "cap_violations": 0,
  "rsz0062_at_grt": "yes",
  "ant_nets": 0,
  "synth.largest_area_cell": "fa_1",
  "period_needed_ns": 6.574,
  "p_int_uw": 309.6,
  "dieWidth_um": 95,
  "cp_max_fo": 2,
  "grt_start_max_net_pins": 3,
  "tightestPinTransition_ns": 0.1271,
  "mux_area_frac": 0,
  "grt_pass1_vias": 737,
  "grt_usage": 0.03989,
  "setup_violations": 5,
  "initCoreUtil": 0.1472,
  "clkPwrFrac": 0,
  "portBuffers": 39,
  "most_common_cell": "inv_1",
  "num_antenna_cells": 0,
  "hold_viol": 0,
  "critPathLaunchType": "input pin",
  "openroad.warnings": 35,
  "switchingPower_uw": 224.5,
  "die_h_um": 95,
  "status": "complete, but fails checks",
  "core_area_mm2": 0.005473,
  "hpwl_um": 1620,
  "yosys.area_share.adder": 0.7112,
  "top_logic_kind": "adder cells",
  "slew_headroom": 0.9147,
  "violations": "setup timing",
  "critPathRequiredTime_ns": 4.64,
  "ys_cells": 87,
  "fmax_ghz": 0.1521,
  "grt_pass1_wl_um": 2994,
  "vias": 613,
  "die_area_mm2": 0.009025,
  "end_kind": "output port",
  "areaGrowthSynthToFinish_pct": 62.73,
  "synth.cellmix.xorXnorShare": 0.02174,
  "yosys.area_share.simple": 0,
  "pin_count": 39,
  "yosys-top-cells-count": "49 x inv_1, 23 x fa_1, 9 x ha_1",
  "top_cell_area_share": 0.5714,
  "seq_area_um2": 0,
  "seqPwrFrac": 0,
  "ys.warnings.count": 0,
  "crit_type": "in2out",
  "synth_cells": 87,
  "hold_buffers": 0
}
-- layout by cell type, fill, tap and decap left out --
master,netlist,routed
ha_1,9,5
fa_1,23,18
a21o_1,1,1
ha_4,0,4
buf_6,0,4
inv_1,49,39
dlygate4sd2_1,0,2
a21oi_2,1,1
buf_2,0,8
buf_4,2,2
clkdlybuf4s15_1,0,1
xnor2_1,2,2
fa_2,0,5
inv_2,0,10
clkdlybuf4s50_1,0,24
-- per-layer routing --
layer / global-route usage / share of wire / vias to the layer above
li1: - / - / 299
met5: 0 / 0 / -
met1: 0.04767 / 0.40 / 287
met2: 0.06922 / 0.45 / 27
met3: 0.01763 / 0.15 / 0
met4: 0 / 0 / 0
-- cell families (layout without fill, tap and decap cells) --
| kind of cell | Yosys count | count (layout) |
|---|---|---|
| fa+ha+maj | 32 | 32 |
| compound gates | 2 | 2 |
| buf+inv | 51 | 90 |
| xor+xnor | 2 | 2 |
-- worst max-delay path: stages --
cell and delay (ns):
buf_6 0.09, fa_1 0.54, inv_2 0.04, fa_1 0.47
fa_1 0.53, inv_2 0.05, ha_4 0.23, fa_1 0.45
fa_1 0.49, inv_1 0.05, fa_2 0.52, inv_2 0.04
ha_4 0.15, inv_2 0.04, fa_2 0.42, inv_2 0.05
buf_2 0.09
-- cell type report --
| cell class | instances | area (µm²) |
|---|---|---|
| fill | 606 | 4161 |
| multi-input combinational | 36 | 669.4 |
| timing repair buffer | 41 | 367.9 |
| inverter | 49 | 183.9 |
| tap | 72 | 90.09 |
-- stage by stage --
step / total power [µW] / util / hold WS, ns / TNS (ns) / instance area (µm²)
after detailed placement: 602.2 / 0.2401 / 3.373 / -7.152 / 1314
after floorplan: 282.6 / - / 2.502 / -1.534 / 833.3
final: 534.1 / 0.2396 / 3.020 / -2.598 / 1311
after global routing: 664.3 / 0.2396 / 3.108 / -3.484 / 1311
after CTS: 559.8 / 0.2380 / 3.045 / -3.012 / 1303
after global placement: 594.3 / 0.2401 / 3.357 / -7.050 / 1314
-- final timing paths --
check             start  endpoint  slack, ns  depth (start not counted)
setup / recovery   b[3]    sum[4]      -0.77                         17
hold / removal     a[3]    sum[6]       3.02                          6
-- power by group through the flow --
stage	Combinational (µW)	Clock [µW]	Sequential (µW)
6_report	534	0	0
5_1_grt	664	0	0
4_1_cts	560	0	0
-- repair_timing --
action / in CTS / in global routing
endpoints found under the hold margin: 0 / 0
gates resized: 63 / 4
setup endpoints to repair: 6 / 5
buffers inserted: 0 / 0
pin swaps: 25 / 12
Power is estimated from default activity; no workload was simulated.
